$ cat flow/design.v
`timescale 1ns / 1ps
module automat_mealy(
input clock ,
input reset , 
input in50  ,
input in100 ,
output reg out
    );
    reg [2:0] stare;
    localparam nu = 1'b0,
               da = 1'b1;
    localparam 
    s_0_b = 3'b000,
    s_50_b = 3'b001,
    s_100_b = 3'b010,
    s_150_b = 3'b011,
    s_200_b = 3'b100;
    always@(posedge clock)
    if(reset) stare <= s_0_b ;
    else case (stare)
               s_0_b : if (in50==0 && in100==0) stare <= s_0_b;
                        else if (in50 == 1 && in100 == 0) stare <= s_50_b;
                               else if (in50 == 0 && in100 == 1) stare <= s_100_b;
                                      else if (in50 == 1 && in100 == 1) stare <= s_150_b;
               s_50_b : if (in50==0 && in100==0) stare <= s_50_b;
                        else if (in50 == 1 && in100 == 0) stare <= s_100_b;
                               else if (in50 == 0 && in100 == 1) stare <= s_150_b;
                                      else if (in50 == 1 && in100 == 1) stare <= s_200_b;
               s_100_b  : if (in50==0 && in100==0) stare <= s_100_b;
                        else if (in50 == 1 && in100 == 0) stare <= s_150_b;
                               else if (in50 == 0 && in100 == 1) stare <= s_200_b;
                                      else if (in50 == 1 && in100 == 1) stare <= s_0_b;
               s_150_b  : if (in50==0 && in100==0) stare <= s_150_b;
                        else if (in50 == 1 && in100 == 0) stare <= s_200_b;
                               else if (in50 == 0 && in100 == 1) stare <= s_0_b;
                                      else if (in50 == 1 && in100 == 1) stare <= s_50_b;
               s_200_b  : if (in50==0 && in100==0) stare <= s_200_b;
                        else if (in50 == 1 && in100 == 0) stare <= s_0_b;
                               else if (in50 == 0 && in100 == 1) stare <= s_50_b;
                                      else if (in50 == 1 && in100 == 1) stare <= s_100_b;
    endcase
    always @(posedge clock)
    case (stare)
               s_0_b : if (in50==0 && in100==0) out <= nu;
                        else if (in50 == 1 && in100 == 0) out <= nu;
                               else if (in50 == 0 && in100 == 1) out <= nu;
                                      else if (in50 == 1 && in100 == 1) out <= nu;
               s_50_b : if (in50==0 && in100==0) out <= nu;
                        else if (in50 == 1 && in100 == 0) out <= nu;
                               else if (in50 == 0 && in100 == 1) out <= nu;
                                      else if (in50 == 1 && in100 == 1) out <= nu;
               s_100_b  : if (in50==0 && in100==0) out <= nu;
                        else if (in50 == 1 && in100 == 0) out <= nu;
                               else if (in50 == 0 && in100 == 1) out <= nu;
                                      else if (in50 == 1 && in100 == 1) out <= da;
               s_150_b  : if (in50==0 && in100==0) out <= nu;
                        else if (in50 == 1 && in100 == 0) out <= nu;
                               else if (in50 == 0 && in100 == 1) out <= da;
                                      else if (in50 == 1 && in100 == 1) out <= da;
               s_200_b  : if (in50==0 && in100==0) out <= nu;
                        else if (in50 == 1 && in100 == 0) out <= da;
                               else if (in50 == 0 && in100 == 1) out <= da;
                                      else if (in50 == 1 && in100 == 1) out <= da;
    endcase                  
endmodule
$ cat flow/run.sh
#!/bin/bash
# OpenROAD 26Q1-2900-gdf79404cd8, Yosys 0.63+post, stock flow scripts
make -C /OpenROAD-flow-scripts/flow DESIGN_CONFIG=/design/flow/config.mk WORK_HOME=/design/flow/orfs finish
$ cat flow/config.mk
export PLATFORM = sky130hd
export DESIGN_NAME = automat_mealy
export DESIGN_NICKNAME = automat_mealy
export VERILOG_FILES = /design/flow/design.v
export SDC_FILE = /design/flow/constraint.sdc
export NUM_CORES = 4
export LEC_CHECK = 1
export CORE_AREA = 10 10 72 72
export DIE_AREA = 0 0 82 82
$ cat flow/constraint.sdc
current_design automat_mealy

set clk_period 1.7
set clk_io_pct 0.2

create_clock -name clk0 -period $clk_period [get_ports {clock}]

set non_clock_inputs [all_inputs -no_clocks]
set_input_delay [expr $clk_period * $clk_io_pct] -clock clk0 $non_clock_inputs
set_output_delay [expr $clk_period * $clk_io_pct] -clock clk0 [all_outputs]
==> results.txt <==
run metrics: status completed, Port Buffers 4, die footprint 6724 µm², clock-pin slew on the worst setup and hold paths 40 ps, layout cells sized above 1 42.86%, # IOs 5, register area share after synthesis 31.14%, Worst path slowest cell clkdlybuf4s50_1, Final Hold Fails 0, Leak 0.2331 nW, Tool Warnings 29, delay-heaviest family, CP buffers and inverters, Core ar. 3689 µm², Clk pwr share 46.0%, Wirelength per Cell 9.269 µm, CP Capture Type flop, CP Data Required Time 1800 ps, Worst Setup Start Kind input pin, TritonCTS buffer count 3, # Cells Yosys 41, min Tclk post-route 1671 ps, Avg Vias per Cell 3.798, yosys warns 1, final period utilization 98.32%, worst vdd ir 0.1734 mV, yosys stat chip area 417.9 µm², setup violators final 0, Worst Hold Path Cells 1, n_diodes 0, # rows 22, worst hold start stare[0], largest net degree at the start of global routing 8, flops out of synthesis 6, crit-path max FO 5, routed vias 395, aggregate global-route resource usage 2.757%, maxcap violations 0, Hold Path End stare[0], setup bufs post-CTS 0, Worst Hold Class flop to flop, WP data arrival 1770 ps, Slew HR 78.87%, Post-DP HPWL 652.5 µm, Clock Skew 11.01 ps, Placer Congestion 0.7667, placed instance count 100, Worst Reg2Reg Path Length in Cells 3, CTS max path bufs 2, Worst-Margin Slew 315.9 ps, CP peak stage delay 490 ps, sequential power share 33.4%, crit path buf inv count 2, Syn-to-layout area delta 59.58%, overall power 0.5061 mW, Routed WL 964 µm, Root Buffer clkbuf_8, worst-skew pair later-pin latency 230 ps, f_max 0.5983 GHz, r2r startpoint stare[0], first-pass GRT wire length 1559 µm, commonest non-fill, non-tap cells in the layout buf_4 (8), nor3_1 (5), dfxtp_1 (5), a221o_1 (4), clkdlybuf4s50_1 (4), most frequent logic cell in the layout buf_4, CTS tree yes, # DRC 0, Cell Type Count 17, Logic pwr share 20.6%, FF-to-FF End out, vias in the first global route 365, initial drt markers 67, Starting Density 11.33%, pins over their slew limit 0, ANT nets after route 0, post-route insts no fill 104, mapped cell area 417.9 µm², final design utilization 18.08%, R2R setup slack 690 ps, sw frac 24.99%, critical path class input pin to flop, Die X 82 µm, initial antenna violation count 0, Syn Area/Cell 10.19 µm², pwr dens 758.9 nW/µm², CTS H-Tree Depth 1, NetSw 0.1265 mW, # clock sinks 6, Internal 0.3796 mW, total global routing overflow 0, CP Cell Sequence clkdlybuf4s50_1, inv_1, ha_4, o21ba_4, nor2_2, a221o_1, # fillers 405, worst hold slack 599.2 ps, Die Ht 82 µm, drt first pass iters 4, Gate Count Post-Synth 41
logic make-up (layout without fill, tap and decap cells):
logic type / count (synthesis) / after routing / share of synthesized area [%]
fa+ha+maj: 5 / 5 / 14.97
simple gates: 11 / 11 / 17.37
buf+inv: 4 / 19 / 5.389
flops: 6 / 6 / 31.14
compound gates: 15 / 15 / 31.14
sequential cells by signal (all words and copies together), names as in the netlist:
register / count
out: 1
stare: 5
worst reg2reg max path: cells and delay by family (launching register included):
family / cells / cell delay (ps)
flip-flops: 1 / 350
AND/OR/NAND/NOR: 2 / 230
AND-OR/OR-AND: 1 / 130
worst max path at each step:
stage / startpoint / to / slack (ps) / depth (start not counted)
CTS: in100 / stare[4] / 10 / 7
global route: in100 / stare[1] / -10 / 6
finish: in100 / stare[3] / 30 / 6
layout make-up:
class | count | area, µm² | share of cell area, %
inverter | 3 | 11.26 | 1.689
tap | 48 | 60.06 | 9.006
multi-input combinational | 31 | 320.3 | 48.03
sequential | 6 | 130.1 | 19.51
clock buffer | 4 | 45.04 | 6.754
timing repair buffer | 12 | 100.1 | 15.01
power by group through the flow:
stage | Combinational, mW | Clock, mW | Sequential [mW]
CTS | 0.0966 | 0.234 | 0.168
global route | 0.113 | 0.244 | 0.171
finish | 0.104 | 0.233 | 0.169
Yosys cell counts:
master    count  area (µm²)
nor3_1        5       25.02
a221o_1       4       40.04
inv_1         3       11.26
a22oi_1       6       45.04
ha_1          5       62.56
a31o_2        1       8.760
a21oi_1       1       5.000
edfxtp_1      1       30.03
o21ai_0       1       5.000
nor2_1        3       11.26
nor4b_4       1       23.77
dfxtp_1       5       100.1
a211o_2       1       10.01
buf_6         1       11.26
nor4_1        1       6.260
o21ba_4       1       16.27
nor2_2        1       6.260
metal layers:
metal,vias to the layer above,part of all wire (%),GRT usage (%)
li1,193,-,-
met1,184,46,3.611
met2,15,42,4.154
met3,3,9.6,1.101
met4,0,2.6,0.6803
met5,-,0,0
through the flow:
| step | setup TNS [ps] | cell area [µm²] | setup slack, ps |
|---|---|---|---|
| detailed placement | -1257 | 566.8 | -236.2 |
| global placement | -1213 | 566.8 | -220.7 |
| global route | -33.86 | 666.9 | -12.56 |
| CTS | 0 | 631.9 | 12.29 |
| floorplan | 0 | 417.9 | 276.1 |
| finish | 0 | 666.9 | 28.59 |
timing repair:
| item | CTS | global route |
|---|---|---|
| hold buffers | 0 | 0 |
| setup endpoints to repair | 5 | 4 |
| pin swaps | 2 | 3 |
| resized | 3 | 7 |
| cloned | 0 | 0 |
| endpoints found under the hold margin | 0 | 0 |
No activity file was given, so power comes from the tool's default toggle rates.
