[./run.sh]
#!/bin/bash
# OpenROAD 26Q1-2900-gdf79404cd8, Yosys 0.63+post, stock flow scripts
make -C /OpenROAD-flow-scripts/flow DESIGN_CONFIG=/design/flow/config.mk WORK_HOME=/design/flow/orfs finish
[./config.mk]
export PLATFORM = sky130hd
export DESIGN_NAME = model
export DESIGN_NICKNAME = model
export VERILOG_FILES = /design/flow/design.v
export SDC_FILE = /design/flow/constraint.sdc
export NUM_CORES = 4
export LEC_CHECK = 1
export CORE_AREA = 10 10 70 70
export DIE_AREA = 0 0 80 80
[./constraint.sdc]
current_design model

set clk_period 5.0
set clk_io_pct 0.2

create_clock -name clk0 -period $clk_period

set non_clock_inputs [all_inputs -no_clocks]
set_input_delay [expr $clk_period * $clk_io_pct] -clock clk0 $non_clock_inputs
set_output_delay [expr $clk_period * $clk_io_pct] -clock clk0 [all_outputs]
[./design.v]
`timescale 1ns / 1ps
module model(
    input [7:0] in,
    output reg [7:0] out
    );
    always @(*) begin
        if ( in >= "q") begin
            out = "a" + 7 - ("z" - in);
        end else begin
            out = in + 7;
        end
    end
endmodule
==> impl_metrics.xml <==
<?xml version="1.0" encoding="UTF-8"?>
<metrics>
  <group name="status">
    <metric name="outcome" unit="">finished, final reports clean</metric>
  </group>
  <group name="final_timing">
    <metric name="final_hold_viol_count" unit="">0</metric>
    <metric name="setup-tns-final" unit="ns">0</metric>
    <metric name="max_freq" unit="MHz">220</metric>
    <metric name="setup_violations" unit="">0</metric>
    <metric name="setup_repair_after_global_routing_missed_its_margin" unit="">no</metric>
    <metric name="whs" unit="ns">3.06</metric>
    <metric name="finalClockPeriodUsage" unit="%">90.9</metric>
    <metric name="pin_slew_with_the_least_headroom_to_its_limit" unit="ns">0.329</metric>
    <metric name="finalWorstPathRequiredPeriod" unit="ns">4.54</metric>
    <metric name="max_slew_margin" unit="%">77.8</metric>
    <metric name="finalMaxSlewViolations" unit="">0</metric>
  </group>
  <group name="setup_path">
    <metric name="crit_required" unit="ns">4.00</metric>
    <metric name="cp_max_fanout" unit="">6</metric>
    <metric name="setup.worst_path.end_class" unit="">primary output</metric>
    <metric name="startpoint_type" unit="">primary input</metric>
    <metric name="critical_setup_path_kind" unit="">primary input to primary output</metric>
    <metric name="crit_arrival" unit="ns">3.54</metric>
  </group>
  <group name="die">
    <metric name="die-width" unit="um">80</metric>
    <metric name="core_area" unit="um^2">3420</metric>
    <metric name="placementRows" unit="">21</metric>
    <metric name="die_span_in_y" unit="um">80</metric>
    <metric name="chip_area" unit="um^2">6400</metric>
    <metric name="floorplan.io_pins" unit="">16</metric>
    <metric name="fp-utilization" unit="%">9.34</metric>
  </group>
  <group name="clock_tree">
    <metric name="number_of_buffers_added_for_setup_after_cts" unit="">0</metric>
    <metric name="cts_resized" unit="">0</metric>
    <metric name="cts_hold_buf" unit="">0</metric>
  </group>
  <group name="logic_synthesis">
    <metric name="synth_top_cell_by_area" unit="">sky130_fd_sc_hd__ha_1</metric>
    <metric name="postSynthCellCount" unit="">44</metric>
    <metric name="post_synth_num_cell_types" unit="">23</metric>
    <metric name="post_synth_instance_area" unit="um^2">319</metric>
    <metric name="postSynthSeqShare" unit="%">0</metric>
    <metric name="synth-area-yosys" unit="um^2">319</metric>
    <metric name="post_synth_most_frequent_cells" unit="">sky130_fd_sc_hd__inv_1 (5), sky130_fd_sc_hd__nor2_1 (5), sky130_fd_sc_hd__ha_1 (4)</metric>
    <metric name="synthDominantCellAreaShare" unit="%">15.7</metric>
    <metric name="ys_cells" unit="">44</metric>
    <metric name="synth-warning-count" unit="">1</metric>
    <metric name="netlist_top_cells_area" unit="">sky130_fd_sc_hd__ha_1 (16%), sky130_fd_sc_hd__mux2i_1 (6.3%), sky130_fd_sc_hd__inv_1 (5.9%), sky130_fd_sc_hd__nor2_1 (5.9%), sky130_fd_sc_hd__xnor2_1 (5.5%)</metric>
    <metric name="synthesized_area_per_cell" unit="um^2">7.25</metric>
  </group>
  <group name="grt">
    <metric name="grt_max_degree" unit="">9</metric>
    <metric name="number_of_antenna_violations_at_the_first_check_in_global_routing" unit="">0</metric>
    <metric name="groute.usage.overall" unit="%">3.23</metric>
    <metric name="vias_in_the_first_global_route" unit="">358</metric>
    <metric name="global_route_wire_length_before_repair" unit="um">1710</metric>
    <metric name="globalRoute.totalOverflow" unit="">0</metric>
  </group>
  <group name="placement">
    <metric name="port_buffers" unit="">16</metric>
    <metric name="dpl.hpwl" unit="um">882</metric>
    <metric name="routabilityCongestion" unit="">0.745</metric>
  </group>
  <group name="route">
    <metric name="ant_nets" unit="">0</metric>
    <metric name="detail_route.antenna_diodes" unit="">0</metric>
    <metric name="post_drt_wl_per_cell" unit="um">9.63</metric>
    <metric name="via_count" unit="">376</metric>
    <metric name="vias_per_cell" unit="">3.55</metric>
    <metric name="drtIter0Drc" unit="">23</metric>
    <metric name="wl" unit="um">1020</metric>
    <metric name="drc_violation_count_after_routing" unit="">0</metric>
    <metric name="detailedRoute.firstPassIterationCount" unit="">4</metric>
  </group>
  <group name="power_and_ir_drop">
    <metric name="irDropWorstVdd" unit="mV">0.0277</metric>
    <metric name="powerDensity" unit="nW/um^2">83.6</metric>
    <metric name="static-leakage-power" unit="nW">0.208</metric>
  </group>
  <group name="layout">
    <metric name="sequential_cell_area" unit="um^2">0</metric>
    <metric name="nFlopsAndLatches" unit="">0</metric>
    <metric name="syn_to_final_growth" unit="%">68.2</metric>
    <metric name="fill_cells" unit="">398</metric>
    <metric name="share_of_cells_above_drive_strength_1" unit="%">10.0</metric>
    <metric name="num-clock-buffers" unit="">0</metric>
  </group>
  <group name="run">
    <metric name="maxCapViolations" unit="">0</metric>
    <metric name="openroad.warnings" unit="">34</metric>
  </group>
  <group name="hold_path">
    <metric name="worstHoldPathType" unit="">primary input to primary output</metric>
  </group>
</metrics>
==> kinds of logic after synthesis <==
logic type	synth area share, %
AND-OR/OR-AND	36.9
AND/OR/NAND/NOR	22.4
buffers and inverters	5.88
adder cells (fa/ha/maj)	15.7
XOR/XNOR	8.24
multiplexers	11.0
==> cell type report <==
cell class | instances | area, um^2 | area share [%]
inverters | 5 | 18.8 | 3.50
multi-input cells | 39 | 300 | 55.9
well taps | 46 | 57.6 | 10.7
repair buffers | 16 | 160 | 29.8
==> worst paths after layout <==
path | from | endpoint | slack [ns] | cells after the start
hold / removal | in[0] | out[0] | 3.06 | 4
setup / recovery | in[1] | out[5] | 0.46 | 8
==> power by group <==
part,internal (W),switching (W),leakage (nW),total [W]
Combinational,0.0000274,0.0000175,0.208,0.0000449
Sequential,0,0,0,0
Clock,0,0,0,0
Total,0.0000274,0.0000175,0.208,0.0000449
==> routing by layer <==
layer	wire [um]	vias up	track usage, %
li1	-	193	-
met1	496	164	5.08
met2	419	19	4.49
met3	105	0	0.795
met4	0	0	0
met5	0	-	0
==> worst max-delay path, stage by stage <==
cell and delay [ns]:
sky130_fd_sc_hd__clkdlybuf4s50_1 0.44, sky130_fd_sc_hd__inv_1 0.15, sky130_fd_sc_hd__ha_1 0.24, sky130_fd_sc_hd__or4b_4 0.50
sky130_fd_sc_hd__a21oi_4 0.27, sky130_fd_sc_hd__mux2_4 0.33, sky130_fd_sc_hd__a21oi_2 0.13, sky130_fd_sc_hd__clkdlybuf4s50_1 0.48
==> through the flow <==
step | area (um^2) | util (%) | instances | worst slack, ns | power, W
CTS | 537 | 15.7 | 106 | 0.427 | 0.0000462
finish | 537 | 15.7 | 106 | 0.456 | 0.0000449
global route | 537 | 15.7 | 106 | 0.292 | 0.0000508
global placement | 537 | 15.7 | 106 | 0.458 | 0.0000454
detailed placement | 537 | 15.7 | 106 | 0.435 | 0.0000457
floorplan | 319 | - | 44 | 1.54 | 0.0000179
==> placed cells by master, fill, tap and decap left out, types with 2 or more instances in the layout <==
master	n
sky130_fd_sc_hd__a211oi_1	2
sky130_fd_sc_hd__a21oi_1	3
sky130_fd_sc_hd__clkdlybuf4s50_1	16
sky130_fd_sc_hd__ha_1	4
sky130_fd_sc_hd__inv_1	5
sky130_fd_sc_hd__mux2i_1	2
sky130_fd_sc_hd__nand2_1	3
sky130_fd_sc_hd__nor2_1	5
sky130_fd_sc_hd__o21ai_0	3
sky130_fd_sc_hd__o31ai_1	2
sky130_fd_sc_hd__xnor2_1	2
Power figures rest on the tool's default switching activity, not on a simulated workload.
