### flow/config.mk
export PLATFORM = sky130hd
export DESIGN_NAME = Structural
export DESIGN_NICKNAME = Structural
export VERILOG_FILES = /design/flow/design.v
export SDC_FILE = /design/flow/constraint.sdc
export NUM_CORES = 4
export LEC_CHECK = 1
export CORE_AREA = 10 10 70 70
export DIE_AREA = 0 0 80 80
### flow/constraint.sdc
current_design Structural

set clk_period 1.1
set clk_io_pct 0.2

create_clock -name clk0 -period $clk_period

set non_clock_inputs [all_inputs -no_clocks]
set_input_delay [expr $clk_period * $clk_io_pct] -clock clk0 $non_clock_inputs
set_output_delay [expr $clk_period * $clk_io_pct] -clock clk0 [all_outputs]
### flow/design.v
`timescale 1ns / 1ps
module Structural(
        input       [11:0]  seed    ,
        input       [11:0]  prev    ,
        output reg  [3:0]   data_out
    );
    reg [11:0]temp;
    always @(*)
    begin
        case(seed[1:0])
        0:  data_out = prev[3:0];  
        1:  data_out = prev[7:4];
        2:  data_out = prev[11:8];
        3:  
            begin
            temp = 3 * prev + 4;
            data_out = temp[3:0];
            end
        endcase
    end
endmodule
### flow/run.sh
#!/bin/bash
# OpenROAD 26Q1-2900-gdf79404cd8, Yosys 0.63+post, stock flow scripts
make -C /OpenROAD-flow-scripts/flow DESIGN_CONFIG=/design/flow/config.mk WORK_HOME=/design/flow/orfs finish
==> flow_metrics.py <==
# Metrics from the implementation run
metrics = {
    "place": {
        "place_inst": 82,
        "placed_area_um2": 478.0,
        "gp_congestion": 0.7918,
        "port-buffer-count": 18,
        "place_worst_setup_slack_ns": -1.658,
    },
    "global_route": {
        "grt_max_degree": 5,
        "grt.overflow.total": 0,
        "grt.total_usage": 0.02225,
        "grt_first_pass_wirelength_um": 1131,
        "grt_pass1_vias": 225,
        "antenna_found_initial": 0,
    },
    "detailed_routing": {
        "wl_per_cell_um": 9.434,
        "drc": 0,
        "ant_nets": 0,
        "viasPerCell": 2.675,
        "diodes": 0,
        "first_pass_iters": 2,
        "drtIter0Drc": 2,
        "vias": 222,
        "wl_um": 783,
    },
    "clock_network": {
        "postCtsHoldBufs": 0,
    },
    "worst_hold_path": {
        "holdPathStages": 4,
        "min_from": "prev[0]",
        "hp-class": "input port to output pin",
        "min_to": "data_out[0]",
    },
    "timing": {
        "fin_ws_ns": -0.7344,
        "setup_viol": 3,
        "slew_headroom": 0.9185,
        "period_minus_slack_ns": 1.834,
        "setup_tns_ns": -1.479,
        "finalClockPeriodUsage": 1.668,
        "rsz0062_at_grt": "yes",
        "worst_pin_slew_ns": 0.1188,
        "hold_viol_final": 0,
        "drv_slew": 0,
        "max_freq_mhz": 545.1,
    },
    "floorplanning": {
        "core-area_um2": 3416,
        "die_area_um2": 6400,
        "rows": 21,
        "chipWidth_um": 80,
        "fp_util": 0.05238,
        "io_pins": 28,
        "die_y_um": 80,
    },
    "pwr": {
        "power_leakage_nw": 0.1964,
        "power.density_nw_per_um2": 358.5,
        "power_uw": 182.1,
        "peakVddDrop_mv": 0.1271,
    },
    "critical_path": {
        "start_kind": "input port",
        "path_max_fanout": 3,
        "arrival_ns": 1.61,
        "worstSetupPathType": "input port to output pin",
        "cp-end-kind": "output pin",
        "worstPathRequired_ns": 0.88,
    },
    "finish": {
        "seqCellArea_um2": 0,
        "final_cells": 83,
        "area_growth_syn_to_layout_pct": 183.9,
        "fin_area_um2": 508.0,
        "drive_above_1_share": 0.6757,
        "nClkBuffers": 0,
        "seq_cell_count": 0,
    },
    "logic_synthesis": {
        "ys_cells": 17,
        "yosys.stat.seqShare": 0,
        "ys_types": 11,
        "synth_cells": 17,
        "yosys-stat-area_um2": 178.9,
        "ys_warn_count": 1,
        "syn-cell-area_um2": 178.9,
        "syn_area_per_cell_um2": 10.52,
    },
    "status": {
        "status": "finished, violations left",
        "violations": "negative setup slack",
    },
    "flow_run": {
        "cap_violations": 0,
        "warnings": 45,
    },
}
## synth_stat cells, drive strengths merged
library cell / instances / area (um2)
ha: 3 / 37.54
xor2: 2 / 17.52
mux4: 3 / 71.32
a21oi: 1 / 5.000
inv: 3 / 11.26
nor2b: 1 / 6.260
clkbuf: 1 / 3.750
xnor2: 1 / 8.760
mux2i: 1 / 10.01
a211oi: 1 / 7.510
## cell usage in the layout (no fill, tap or decap)
master,count
nor2b_4,1
mux2i_1,1
buf_6,3
buf_2,4
buf_4,1
a21oi_1,1
clkdlybuf4s50_1,5
dlygate4sd2_1,4
a211oi_2,1
ha_4,3
buf_8,2
xor2_2,2
inv_8,1
inv_6,1
inv_2,1
xnor2_1,1
mux4_2,3
clkbuf_2,1
buf_12,1
## area by class of cell
cell class | instances | area [um2]
fill | 393 | 2908
multi-input combinational | 13 | 225.2
timing repair buffer | 21 | 201.4
tap | 46 | 57.56
inverter | 3 | 23.77
## critical path, stage by stage
cell and delay [ns]:
buf_12 0.09, inv_8 0.03, ha_4 0.25, inv_2 0.04, ha_4 0.15, xor2_2 0.14
xnor2_1 0.12, mux4_2 0.46, buf_2 0.13
## repair_timing
action | 4_1_cts | 5_1_grt
gates cloned | 0 | 0
pin swaps | 3 | 3
buffers inserted | 0 | 1
setup endpoints to repair | 4 | 4
resized | 49 | 8
## metrics by stage
step	hold slack (ns)	util
after floorplan	0.4631	-
after global placement	1.448	0.1399
after detailed placement	1.451	0.1399
after CTS	0.8006	0.1407
after global routing	0.8244	0.1487
final	0.7899	0.1487
## worst max-delay path by stage
| stage | depth (start not counted) | start | end | slack [ns] |
|---|---|---|---|---|
| 6_report | 9 | prev[1] | data_out[3] | -0.73 |
| 4_1_cts | 9 | prev[1] | data_out[3] | -0.75 |
| 5_1_grt | 9 | prev[1] | data_out[3] | -0.78 |
## report_power, final
part           total, mW  internal [mW]  switching (mW)
Combinational      0.182          0.121          0.0613
Sequential             0              0               0
Clock                  0              0               0
Total              0.182          0.121          0.0613
## cells by family (layout without fill, tap and decap cells)
| family | count (synthesis) | count (layout) | synth area share |
|---|---|---|---|
| adders and majority gates | 3 | 3 | 0.2098 |
| xor gates and xnor gates | 3 | 3 | 0.1469 |
| AOI/OAI and AO/OA | 2 | 2 | 0.06992 |
| muxes | 4 | 4 | 0.4546 |
| and+or+nand+nor | 1 | 1 | 0.03499 |
| buffers and inverters | 4 | 24 | 0.08389 |
## layer usage
metal  routed length, um  track usage
met2                 174      0.01766
met4                   0            0
met3                 158      0.01364
met5                   0            0
met1                 450      0.04131
Power figures rest on the tool's default switching activity, not on a simulated workload.
